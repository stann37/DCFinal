==> ./design.v <==
module Effect_Chorus (
    input  logic         i_clk,
    input  logic         i_rst_n,
    input  logic         i_valid,
    input  logic         i_enable,
    input  [2:0]         i_level,
    input  signed [15:0] i_data,
    input  signed [15:0] i_sram_rdata,  
    output logic  [19:0] o_sram_addr,   
    output logic         o_sram_we_n,   
    output signed [15:0] o_sram_wdata,  
    output signed [15:0] o_data,
    output logic         o_valid
);
    logic [19:0] write_ptr;
    logic [19:0] read_ptr;
    localparam MAX_BUFFER  = 20'd9600; 
    localparam DELAY_SAMPLES = 20'd9000;
    always_ff @(posedge i_clk or negedge i_rst_n) begin
        if (!i_rst_n) begin
            write_ptr <= 0;
        end else begin
            if (i_valid) begin
                if (write_ptr >= MAX_BUFFER - 1) 
                    write_ptr <= 0;
                else 
                    write_ptr <= write_ptr + 1;
            end
        end
    end
    assign read_ptr = (write_ptr >= DELAY_SAMPLES) ? (write_ptr - DELAY_SAMPLES) : (MAX_BUFFER + write_ptr - DELAY_SAMPLES);
    localparam [2:0] S_IDLE = 3'd0;
    localparam [2:0] S_WRITE = 3'd1;
    localparam [2:0] S_READ_REQ = 3'd2;
    localparam [2:0] S_READ_LATCH = 3'd3;
    localparam [2:0] S_MIX = 3'd4;
    logic [2:0] state;
    logic signed [15:0] captured_input;  
    logic signed [15:0] delayed_sample;  
    always_ff @(posedge i_clk or negedge i_rst_n) begin
        if (!i_rst_n) begin
            state <= S_IDLE;
            o_valid <= 0;
            o_data <= 0;
            captured_input <= 0;
            delayed_sample <= 0;
        end
        else begin
            o_valid <= 0;  
            case (state)
                S_IDLE: begin
                    if (i_valid) begin
                        captured_input <= i_data;  
                        state <= S_WRITE;
                    end
                end
                S_WRITE: begin
                    state <= S_READ_REQ;
                end
                S_READ_REQ: begin
                    state <= S_READ_LATCH;
                end
                S_READ_LATCH: begin
                    delayed_sample <= i_sram_rdata; 
                    state <= S_MIX;
                end
                S_MIX: begin
                    if (i_enable) begin
                        o_data <= (captured_input >>> 1) + (delayed_sample >>> 1);
                    end else begin
                        o_data <= captured_input;
                    end
                    o_valid <= 1;
                    state <= S_IDLE;
                end
            endcase
        end  
    end
    always_comb begin
        o_sram_addr  = 20'd0;
        o_sram_we_n  = 1'b1;  
        o_sram_wdata = 16'd0;
        case (state)
            S_WRITE: begin
                o_sram_addr  = write_ptr;
                o_sram_wdata = captured_input;
                o_sram_we_n  = 1'b0;  
            end
            S_READ_REQ, S_READ_LATCH: begin
                o_sram_addr  = read_ptr;
                o_sram_we_n  = 1'b1;  
            end
        endcase
    end
endmodule
==> ./run.sh <==
#!/bin/bash
# OpenROAD 26Q1-2900-gdf79404cd8, Yosys 0.63+post, stock flow scripts
make -C /OpenROAD-flow-scripts/flow DESIGN_CONFIG=/design/flow/config.mk WORK_HOME=/design/flow/orfs finish
==> ./config.mk <==
export PLATFORM = sky130hd
export DESIGN_NAME = Effect_Chorus
export DESIGN_NICKNAME = Effect_Chorus
export VERILOG_FILES = /design/flow/design.v
export SDC_FILE = /design/flow/constraint.sdc
export NUM_CORES = 4
export LEC_CHECK = 1
export CORE_UTILIZATION = 40
==> ./constraint.sdc <==
current_design Effect_Chorus

set clk_period 6.8
set clk_io_pct 0.2

create_clock -name clk0 -period $clk_period [get_ports {i_clk}]

set non_clock_inputs [all_inputs -no_clocks]
set_input_delay [expr $clk_period * $clk_io_pct] -clock clk0 $non_clock_inputs
set_output_delay [expr $clk_period * $clk_io_pct] -clock clk0 [all_outputs]
==> reports/results.ini <==
[outcome]
status = complete, no violations

[job]
openroad.warnings = 31
drv_cap = 0

[logic_synthesis]
ys_ff = 73
yosys_area_um2 = 4750
synthTopCellsByCount = dfrtp_1, nor2_1, a21oi_1
avgSynthCellArea_um2 = 9.01
ys_seq_share_pct = 38.5
synth.largest_area_cell = dfrtp_1
yosysCellCount = 527
yosysWarnings = 6
syn_inst = 527
synth_top_flop_cell = dfrtp_1
yosysMostFrequentCell = dfrtp_1
topCellsByArea = dfrtp_1, mux2_2, ha_1
synth_cell_types = 60
synth-async-reset-ratio_pct = 100
synth_area_um2 = 4750
yosys.area.top_type_share_pct = 37.9
edf_count = 0

[clock_network]
cts_buffers = 9
clk_path_buf_depth = 2
cts_hold_buf = 0
cts_tree = built
cts.sink_count = 73
clk_latency_ns = 0.33
cts_resized = 0
htree_num_levels = 3
cts_setup_buffers = 0
path_clk_slew_ns = 0.06
root_buffer = clkbuf_16

[sta]
skew_ns = 0.00682
final-hold-violation-count = 0
relSlewSlack_pct = 34.7
setup_violations = 0
worstMarginPinSlew_ns = 0.954
fmax_mhz = 199
final_max_slew_viol_count = 0
whs_ns = 0.394
fin_setup_tns_ns = 0
finalClockPeriodUsage_pct = 73.7
min_period_ns = 5.01
rsz0062_at_grt = no

[drt]
ant_nets = 0
vias = 4189
drt_first_pass_iters = 23
drt_iter0_drc = 234
finalWirelength_mm = 11.8
routedWlPerCell_um = 15.9
vias_per_cell = 5.63
n_antenna_cell = 0
drc_errors = 0

[floorplan]
die_y_um = 111
coreArea_um2 = 11500
num_io_pins = 93
rows = 39
dieWidth_um = 111
fp_util_pct = 41.2
chipArea_um2 = 12300

[placement]
gp_congestion = 0.880
dpl.hpwl_mm = 8.46
io_buffers = 88

[global_route]
grt_pass1_wl_mm = 20.4
grt_pass1_vias = 4021
busiest_layer = met1
grt_max_degree = 41
grtUsageMet3_pct = 3.46
grt_use_met1_pct = 33.1
overflow = 0
met2_usage_pct = 32.1
grt.total_usage_pct = 21.0
antenna_found_initial = 0

[critical_path]
cp_slowest_stage_delay_ns = 0.89
worstSetupEndpointType = output pin
cp_data_arrival_time_ns = 3.65
criticalPathCategory = reg2out
cp_slowest_cell = a2111oi_0
required_ns = 5.44
path_cells = inv_1 -> ha_1 -> nand2b_1 -> a21oi_1 -> or4_1 -> a2111oi_0 -> a31oi_1 -> a31oi_1 -> clkdlybuf4s50_1
crit_top_cell = a31oi_1
cp-start-kind = register
worstPathMaxFanout = 11

[power_and_ir_drop]
ir_worst_vdd_mv = 0.103
p_per_area_nw_per_um2 = 169
p_total_w = 0.00101
p_leak_nw = 2.66

[layout]
drive_gt1_share_pct = 11.0
fill_cells = 1063
area_growth_pct = 25.7

[min_path]
min-delay-path-class = reg2reg

==> cells by family after synthesis <==
family,count (synthesis),share of synthesized area [%]
AND/OR/NAND/NOR,184,20.1
AND-OR/OR-AND,141,19.6
flip-flops,73,38.5
buffers and inverters,56,4.87
multiplexers,36,8.35
adder cells (fa/ha/maj),20,5.43
XOR/XNOR,17,3.13
==> cell type report <==
| cell class | instances | area (µm²) | area share, % |
|---|---|---|---|
| Multi-Input combinational cell | 398 | 2690 | 45.1 |
| Clock inverter | 6 | 43.8 | 0.734 |
| Timing Repair Buffer | 95 | 928 | 15.6 |
| Inverter | 19 | 71.3 | 1.19 |
| Tap cell | 143 | 179 | 3.00 |
| Sequential cell | 73 | 1830 | 30.6 |
| Clock buffer | 10 | 229 | 3.84 |
==> critical path, delay by kind of cell (launching register included) <==
kind            cells  cell delay (ns)
compound gates      4             1.37
fa+ha+maj           1             0.19
buf+inv             2             0.59
flops               1             0.49
simple gates        2             0.69
==> state kept, by name, summed over array words and instances (netlist names) <==
register	cells
captured_input	16
state	5
delayed_sample	15
write_ptr	20
o_valid	1
o_data	16
==> placed cells by master (no fill, tap or decap), types with 20 or more instances in the layout <==
cell / Yosys / final
mux2_2: 29 / 29
nand2_1: 31 / 31
o21ai_0: 27 / 27
clkdlybuf4s50_1: 0 / 87
dfrtp_1: 72 / 72
nor2_1: 48 / 48
a21oi_1: 34 / 34
a31oi_1: 20 / 20
==> metal layers <==
metal,up-vias,share of wire [%]
met5,-,0
met4,0,1.7
met3,16,5.3
met2,122,45
met1,1990,48
li1,2061,-
==> final timing paths <==
check	slack, ns	startpoint	to	cells after the start
min in group asynchronous	1.09	i_rst_n	o_data[0]	1
worst max register to register	4.10	captured_input[1]	o_data[14]	9
worst max-delay path	1.79	write_ptr[3]	o_sram_addr[17]	9
worst min-delay path	0.39	state[2]	state[4]	0
max in group asynchronous	4.70	i_rst_n	state[0]	2
worst min register to register	0.39	state[2]	state[4]	0
==> power by group <==
part	leakage (nW)	internal (W)	switching [W]	total, W
registers	0.933	0.000448	0.0000256	0.000473
logic	1.60	0.0000502	0.0000478	0.0000980
clock network	0.133	0.000248	0.000190	0.000438
==> through the flow <==
step / cells / util, % / cell area, µm² / setup WS [ns]
2_1_floorplan: 527 / - / 4750 / 3.01
3_3_place_gp: 728 / 49.5 / 5700 / 2.23
3_5_place_dp: 728 / 49.5 / 5700 / 2.19
4_1_cts: 744 / 51.8 / 5970 / 1.80
5_1_grt: 744 / 51.8 / 5970 / 1.50
6_report: 744 / 51.8 / 5970 / 1.79
No activity file was given, so power comes from the tool's default toggle rates.
